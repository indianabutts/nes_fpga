--- run.sh ---
#!/bin/bash
# OpenROAD 26Q1-2900-gdf79404cd8, Yosys 0.63+post, stock flow scripts
make -C /OpenROAD-flow-scripts/flow DESIGN_CONFIG=/design/flow/config.mk WORK_HOME=/design/flow/orfs finish
--- config.mk ---
export PLATFORM = sky130hd
export DESIGN_NAME = ppu_reg_address
export DESIGN_NICKNAME = ppu_reg_address
export VERILOG_FILES = /design/flow/design.v
export SDC_FILE = /design/flow/constraint.sdc
export NUM_CORES = 4
export LEC_CHECK = 1
export CORE_AREA = 10 10 90 90
export DIE_AREA = 0 0 100 100
--- constraint.sdc ---
current_design ppu_reg_address

set clk_period 3.4
set clk_io_pct 0.2

create_clock -name clk0 -period $clk_period [get_ports {clk}]

set non_clock_inputs [all_inputs -no_clocks]
set_input_delay [expr $clk_period * $clk_io_pct] -clock clk0 $non_clock_inputs
set_output_delay [expr $clk_period * $clk_io_pct] -clock clk0 [all_outputs]
--- design.v ---
module ppu_reg_address(
		       input logic 	   clk,
		       input logic 	   address_write_en,
		       input logic 	   write_toggle,
		       input logic 	   reg_data_write_completed,
		       input logic         ppuctrl_2, 	   
		       input logic [7:0]   address_in,
		       output logic [15:0] address_out
		       );
   logic [15:0] 			   address_reg;
   always_ff@(posedge clk)
     begin
	if (address_write_en==1)
	  if (write_toggle==0)
	    address_reg[15:8]<=address_in;
	  else
	    address_reg[7:0]<=address_in;
	else if (reg_data_write_comepleted==1)
	  unique case(ppuctrl_2)
	    0:
	      begin
		 address_reg<=address_reg+1;
	      end
	    1:
	      begin
		 address_reg<=address_reg+32;
	      end
	  endcase  
     end
   assign address_out=address_reg;
endmodule  
==> flow_summary_export.csv <==
group,metric,value,unit
outcome,outcome,"complete, no violations",
sta,setup_violations,0,
place,port_buffers,27,
die,floorplan.core_area,6280,um2
drt,remaining_drc_errors,0,
synthesis,synth_flop_count,16,
layout,area_growth,38.6,%
clock_tree,post_cts_resized,0,
synthesis,syn_area_per_cell,10.4,um2
power,cellInternalPower,406,uW
power,swShare,25.6,%
place,routabilityCongestion,0.778,
die,fp.dieArea,10000,um2
drt,insertedDiodeCount,0,
place,post-dp-hpwl,2.22,mm
clock_tree,cts_sink_count,16,
job,cap_violations,0,
layout,layout.cell_area.non_filler,1430,um2
synthesis,post-synth-top-count-cell,"sky130_fd_sc_hd__edfxtp_1",
clock_tree,cts_htree_levels,1,
synthesis,yosys_warnings,3,
critical_path,start_kind,"input port",
power,seq_power_share,51.4,%
sta,timing_hold_violations_final,0,
die,num_io_pins,29,
global_routing,antenna_found_initial,0,
sta,rsz0062_at_grt,"no",
drt,ant_nets,0,
synthesis,post_synthesis_instance_area,1030,um2
synthesis,async_flop_share,0,%
power,leakagePower,0.481,nW
synthesis,synth-area-yosys,1030,um2
die,row_count,29,
hold_path,hp-start,"address_reg[15]",
clock_tree,cts-root-buf,"sky130_fd_sc_hd__clkbuf_8",
layout,largest_register_ffs,16,
clock_tree,later_pin_clock_latency_in_the_skew_report,0.24,ns
global_routing,overall_routing_resource_usage,5.33,%
global_routing,largest_net_degree_at_the_start_of_global_routing,19,
global_routing,grt_pass1_wl,4.33,mm
sta,timing_worst_slew_pin_value,0.585,ns
critical_path,worst_setup_path_end_kind,"flip-flop",
die,die_y,100,um
global_routing,number_of_global_route_vias_before_repair,823,
critical_path,startpoint,"address_write_en",
drt,via_count,862,
synthesis,top_cells_by_area,"sky130_fd_sc_hd__edfxtp_1 (46%), sky130_fd_sc_hd__xor2_1 (5.1%), sky130_fd_sc_hd__nand2_1 (4.7%), sky130_fd_sc_hd__o21ai_0 (3.9%), sky130_fd_sc_hd__mux2i_1 (2.9%)",
layout,ratio_of_cells_with_drive_above_1_in_the_final_layout,7.14,%
clock_tree,cts_buffer_count,3,
drt,wire_length_per_cell_after_detailed_routing,13.6,um
clock_tree,clock_pin_transition_on_the_worst_setup_and_hold_timing_paths,0.06,ns
power,pwr-share-comb,23.7,%
synthesis,flop_cell,"sky130_fd_sc_hd__edfxtp_1",
synthesis,syn_inst,99,
sta,worst_hold_slack,0.693,ns
synthesis,enable_flop_cells,16,
power,p_clk_share,24.9,%
synthesis,synth.distinct_cells,37,
critical_path,critPathKind,"in -> reg",
hold_path,hold_path.class,"reg -> reg",
critical_path,timing.critical_path.fanout_max,18,
drt,drt_iter0_drcs,33,
synthesis,ys_top_cells_by_count,"sky130_fd_sc_hd__edfxtp_1 (16), sky130_fd_sc_hd__nand2_1 (13), sky130_fd_sc_hd__o21ai_0 (8)",
drt,dr.pass1.iters,4,
place,detailed_place.area,1390,um2
power,design_power_total,546,uW
synthesis,synth_top_area_share,46.5,%
clock_tree,tritoncts_clock_tree,"done",
die,die_span_in_x,100,um
sta,min_period,2.33,ns
critical_path,timing.rr.start,"address_reg[5]",
power,power.ir.vdd_worst,0.106,mV
synthesis,seq_area_frac_synth,46.5,%
synthesis,yosys.area.top_type,"sky130_fd_sc_hd__edfxtp_1",
power,power_density,381,nW/um2
sta,relSlewSlack,60.9,%
sta,skew,0.00520,ns
critical_path,crit_arrival,2.26,ns
clock_tree,cts_hold_buf,0,
global_routing,gr-total-overflow,0,
critical_path,timing.critical_path.required,3.33,ns
sta,achievable-frequency,429,MHz
drt,vias_per_cell,4.25,
clock_tree,cts_setup_buffers,0,
sta,drv_slew,0,
die,floorplan.initialDensity,16.5,%
synthesis,ys_cells,99,
sta,setup_tns,0,ns
power,p_switching,140,uW
job,warning_count,26,
layout,final_core_occ,22.8,%
sta,min_period_over_period,68.6,%
clock_tree,clock_tree.buffer_depth,2,
drt,wire_length_reported_by_the_detailed_router,2.76,mm
[worst max-delay path: stages]
cell and delay [ns]:
sky130_fd_sc_hd__clkdlybuf4s50_1 0.84, sky130_fd_sc_hd__nand2_1 0.42, sky130_fd_sc_hd__nand2_1 0.31
[power by group through the flow]
stage     logic, mW  clock network, mW  registers, mW
4_1_cts       0.133              0.141          0.282
6_report      0.129              0.136          0.281
5_1_grt       0.146              0.146          0.287
[path summary, 6_finish.rpt]
check	end	slack, ns	cells after the start
worst max register to register	address_reg[7]	1.52	5
worst min-delay path	address_reg[15]	0.69	1
worst max-delay path	address_reg[1]	1.07	3
worst min register to register	address_reg[15]	0.69	1
[cell type report]
type                       instances  area [um2]
sequential                        16         480
fill                             656        4840
timing repair buffer              28         278
clock buffer                       3        41.3
tap                               77        96.3
inverter                           1        3.75
multi-input combinational         78         533
[logic make-up (layout without fill, tap and decap cells)]
kind of cell	after synthesis	in the layout	share of synthesized area, %
fa+ha+maj	2	2	2.42
buf+inv	5	32	1.94
mux	4	4	4.00
flops	16	16	46.5
compound gates	21	21	14.4
simple gates	42	42	23.1
xor+xnor	9	9	7.63
[per-stage QoR]
stage | cells | setup slack (ns)
6_report | 203 | 1.07
5_1_grt | 203 | 0.891
4_1_cts | 203 | 1.05
3_5_place_dp | 200 | 0.788
3_3_place_gp | 200 | 0.780
2_1_floorplan | 99 | 1.43
[metal layers]
metal  part of all wire, %  up-vias  global-route usage (%)
met5                     0        -                       0
met4                  0.62        0                   0.652
met3                   5.2        2                    1.18
met2                    48       20                    8.76
met1                    47      411                    7.27
li1                      -      429                       -
[cell usage in the layout, fill, tap and decap left out, types with 2 or more instances in the layout]
cell type	count
sky130_fd_sc_hd__ha_1	2
sky130_fd_sc_hd__nor3_1	4
sky130_fd_sc_hd__a21oi_1	2
sky130_fd_sc_hd__nand2_1	13
sky130_fd_sc_hd__nor4_1	2
sky130_fd_sc_hd__nor2b_1	3
sky130_fd_sc_hd__o21ai_0	8
sky130_fd_sc_hd__clkdlybuf4s50_1	27
sky130_fd_sc_hd__nand2b_1	4
sky130_fd_sc_hd__clkbuf_8	3
sky130_fd_sc_hd__edfxtp_1	16
sky130_fd_sc_hd__xor2_1	6
sky130_fd_sc_hd__xnor2_1	3
sky130_fd_sc_hd__nor2_1	2
sky130_fd_sc_hd__o31a_1	2
sky130_fd_sc_hd__nand3_1	5
sky130_fd_sc_hd__mux2i_1	3
No activity file was given, so power comes from the tool's default toggle rates.
