[flow/design.v]
module ppu_reg_scroll(
		       input logic 	  clk,
		       input logic 	  scroll_write_en,
		       input logic 	  write_toggle, 
		       input logic [7:0]  scroll_in,
		       output logic [15:0] scroll_out
		       );
   logic [15:0] 			  scroll_reg;
   always_ff@(posedge clk)
     begin
	if (scroll_write_en==1)
	  if (write_toggle==0)
	    scroll_reg[15:8]<=scroll_in;
	  else
	    scroll_reg[7:0]<=scroll_in;
     end
   assign scroll_out=scroll_reg;
endmodule  
[flow/run.sh]
#!/bin/bash
# OpenROAD 26Q1-2900-gdf79404cd8, Yosys 0.63+post, stock flow scripts
make -C /OpenROAD-flow-scripts/flow DESIGN_CONFIG=/design/flow/config.mk WORK_HOME=/design/flow/orfs finish
[flow/config.mk]
export PLATFORM = sky130hd
export DESIGN_NAME = ppu_reg_scroll
export DESIGN_NICKNAME = ppu_reg_scroll
export VERILOG_FILES = /design/flow/design.v
export SDC_FILE = /design/flow/constraint.sdc
export NUM_CORES = 4
export LEC_CHECK = 1
export CORE_AREA = 10 10 71 71
export DIE_AREA = 0 0 81 81
[flow/constraint.sdc]
current_design ppu_reg_scroll

set clk_period 1.5
set clk_io_pct 0.2

create_clock -name clk0 -period $clk_period [get_ports {clk}]

set non_clock_inputs [all_inputs -no_clocks]
set_input_delay [expr $clk_period * $clk_io_pct] -clock clk0 $non_clock_inputs
set_output_delay [expr $clk_period * $clk_io_pct] -clock clk0 [all_outputs]
==> run notes <==
The run has ended; figures from its reports follow.

The average detailed-routed wire length per instance is 11.3 µm. The critical path is of the reg -> out type. The total area of sequential cells is 480 µm². The max-slew violation total from the final report came out at 0. The portion of synthesized cell area occupied by the leading cell type came out at 96.7%.

The post-synthesis register bit count came out at 16. The number of warnings reported in the stage logs is 25. Looking at area per cell type in the netlist, the leader is sky130_fd_sc_hd__edfxtp_1. The share of total power dissipated in combinational logic is 9.7%. The post-route setup TNS came out at 0 ns. The area of all placed cells without fillers came out at 858 µm².

The tightest min-delay check is of the in -> reg type. The global-route met3 utilization came out at 3.56%. The library cells used most frequently in the layout, excluding fill and tap cells, are sky130_fd_sc_hd__clkdlybuf4s50_1, sky130_fd_sc_hd__edfxtp_1, sky130_fd_sc_hd__clkbuf_8, sky130_fd_sc_hd__and2b_2, sky130_fd_sc_hd__and2_2. In the global route stage, met2 resource usage came out at 6.05%.

TritonCTS built the clock tree. The number of remaining DRC errors is 0. The layout cell share with drive strength beyond 1 is 10.6%. STA classifies the critical path endpoint as an output port.

The post-detailed-placement cell area is 817 µm². After synthesis, flip-flops and latches occupy 96.7% of the total area. The part of the power in registers is 58.5%.

The standard-cell row count came out at 22. The worst hold margin came out at 0.643 ns. The root cell of the clock tree is sky130_fd_sc_hd__clkbuf_8. In the final layout, the multi-input gates occupy 16.3 µm². The slowest library cell on the worst path is sky130_fd_sc_hd__clkdlybuf4s50_1.

The chip footprint came out at 6560 µm². Per the post-run analysis, buffers plus inverters along the critical path come to 1. The leading cell type in the layout, fill and taps excluded is sky130_fd_sc_hd__clkdlybuf4s50_1. Synthesis produced a netlist whose cell count is 18. In this run the power spent charging and discharging nets is 139 µW. The flip-flop count of the largest register, all copies and words added came out at 16.

According to the floorplan report, the placeable core area is 3630 µm². Clock tree synthesis inserted a total of 3 buffers. Setup repair after global routing left no endpoint under its margin. Relative to the synthesized area, the layout overhead comes to 72.8%.

The post-cts resize count is 0. The via count of the first global-routing pass is 281. STA classifies the critical path startpoint as a flop. The vertical die dimension reported for this design is 81 µm.

After layout, the worst path uses 89.1% of the clock period. The chip area line in the Yosys stat output reads 497 µm². The transition time at the pin with the least slew margin came out at 0.207 ns.

The clock tree buffer depth came out at 2. The combined area of all synthesized cells came out at 497 µm². The clock-pin slew of the registers on the worst-case setup and hold paths came out at 0.05 ns. The critical path maximum fanout is 1. The tree built by TritonCTS fans out to 16 sinks. The post-CTS setup-driven buffer insertion count came out at 0.

Data on the critical path is required at its endpoint by 1.20 ns. The clock power share came out at 31.8%. The count of fill cells added during filler insertion is 387. The starting DRC count in detailed routing came out at 6. In the power breakdown, the internal column shows 772 µW. Global routing used 1.71% of the available met1 tracks. On the critical path the data arrives at 1.04 ns.

In this run the tool buffered the top-level ports with 26 buffer cells. The effective utilization at floorplan came out at 13.7%. The switching portion of total power came out at 15.2%. The last weighted congestion value of the routability-driven placer is 0.704. The count of distinct cell types in the synthesized netlist is 3.

On the critical path the largest part of the delay comes from buffers and inverters. The I/O pin count came out at 27. The peak-usage layer in the global routing report is met2. Across the run, the number of max-cap violations was 0. The number of routed nets with antenna violations came out at 0. VDD sags by at most 0.370 mV. For this run, the script counts the antenna cells in the layout as 0.

The Yosys warning count is 1. After synthesis, the mean cell area works out to 27.6 µm². The minimum clock period is 1.34 ns.

The die width came out at 81 µm. The first global-routing pass estimated 1390 µm of wire. The number of vias after detailed routing came out at 262.

The detailed-routing iteration count for the pre-antenna-repair pass came out at 2. The power density relative to cell area is 1060 nW/µm². The largest stage delay on the critical path is 0.48 ns. The initial antenna violation count came out at 0.

In this run, post-CTS hold repair placed 0 buffers. The run finished with clean final reports. The number of failing hold endpoints at the final stage is 0.

The H-tree level count is 1. The largest net degree at the start of global routing came out at 9. Endpoints with negative setup slack in the final report add up to 0.

In the post-synthesis netlist, the biggest area contributors are sky130_fd_sc_hd__edfxtp_1, sky130_fd_sc_hd__and2b_2, sky130_fd_sc_hd__and2_2. The remaining global-route overflow is 0. The leakage dissipation is 0.000282 µW. The count of instantiated cells in the yosys netlist came out at 18. The maximum clock frequency is 749 MHz. The slew check shows that the tightest pin keeps a relative margin of 86.2%. The signal on the critical path passes through clkdlybuf4s50_1. The routed wire length is 1070 µm.

The combined global-route utilization of all metal layers is 3.12%. Dividing the detail-routed via count by the number of cells gives 2.76.
routing by layer:
metal | up-vias | part of all wire, %
met4 | 0 | 0
met3 | 0 | 21
met5 | - | 0
li1 | 130 | -
met2 | 17 | 55
met1 | 115 | 24
worst paths after layout:
check | to | depth (start not counted) | slack, ns | start
hold / removal | scroll_reg[11]$_DFFE_PP_ | 1 | 0.64 | scroll_in[3]
setup / recovery | scroll_out[0] | 1 | 0.16 | scroll_reg[0]$_DFFE_PP_
final cells by class:
| type | instances | area share, % |
|---|---|---|
| Sequential cell | 16 | 56.0 |
| Clock buffer | 3 | 4.81 |
| Multi-Input combinational cell | 2 | 1.90 |
| Timing Repair Buffer | 26 | 30.3 |
| Tap cell | 48 | 7.00 |
through the flow:
stage / power (µW) / util (%) / cells / setup slack [ns]
after floorplan: 543 / - / 18 / 0.619
after global placement: 632 / 22.5 / 92 / 0.143
after detailed placement: 634 / 22.5 / 92 / 0.127
after CTS: 925 / 23.6 / 95 / 0.139
after global routing: 948 / 23.6 / 95 / 0.115
final: 910 / 23.6 / 95 / 0.164
Yosys cell counts (all sizes together):
cell,count
edfxtp,16
and2,1
and2b,1
cells by family after synthesis:
logic type / count (synthesis) / share of synthesized area, %
and+or+nand+nor: 2 / 3.28
DFF: 16 / 96.7
power groups by stage:
| stage | combinational (µW) | clock [µW] | sequential (µW) |
|---|---|---|---|
| 6_report | 88.1 | 289 | 533 |
| 5_1_grt | 95.5 | 317 | 536 |
| 4_1_cts | 91.8 | 300 | 533 |
No activity file was given, so power comes from the tool's default toggle rates.
