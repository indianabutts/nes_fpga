<file path="run.sh">
#!/bin/bash
# OpenROAD 26Q1-2900-gdf79404cd8, Yosys 0.63+post, stock flow scripts
make -C /OpenROAD-flow-scripts/flow DESIGN_CONFIG=/design/flow/config.mk WORK_HOME=/design/flow/orfs finish
</file>
<file path="config.mk">
export PLATFORM = sky130hd
export DESIGN_NAME = ppu_reg_oamaddr
export DESIGN_NICKNAME = ppu_reg_oamaddr
export VERILOG_FILES = /design/flow/design.v
export SDC_FILE = /design/flow/constraint.sdc
export NUM_CORES = 4
export LEC_CHECK = 1
export CORE_AREA = 10 10 70 70
export DIE_AREA = 0 0 80 80
</file>
<file path="constraint.sdc">
current_design ppu_reg_oamaddr

set clk_period 2.3
set clk_io_pct 0.2

create_clock -name clk0 -period $clk_period [get_ports {clk}]

set non_clock_inputs [all_inputs -no_clocks]
set_input_delay [expr $clk_period * $clk_io_pct] -clock clk0 $non_clock_inputs
set_output_delay [expr $clk_period * $clk_io_pct] -clock clk0 [all_outputs]
</file>
<file path="design.v">
module ppu_reg_oamaddr(
		       input logic 	  clk,	  
		       input logic 	  oamaddr_write_en,
		       input logic        oamdata_write_complete,
		       input logic [7:0]  oamaddr_in,
		       output logic [7:0] oamaddr_out
		       );
   logic [7:0] 				 oamaddr_reg;
   always_ff@(posedge clk)
     begin
	if (oamaddr_write_en==1)
	  oamaddr_reg<=oamaddr_in;
	else if (oamdata_write_en)
	  oamaddr_reg<=oamaddr_reg+1;
     end
   assign oamaddr_out=oamaddr_reg;
endmodule  
</file>
==> metrics.cfg <==
[status]
run_status = complete, no violations

[critical_path]
cp-end-kind = output pin
worst-path-buf-inv = 1
crit_path_max_incr_delay_ps = 520
critical_path_class = register to output pin
r2r_setup_slack_ps = 990
crit_path_top_delay_cell = clkdlybuf4s50_1
crit_required_ps = 1840
critPathMaxFanout = 6
start_kind = register
worstPathArrival_ps = 1200
crit_chain = clkdlybuf4s50_1
critPathTopFamily = buffers and inverters

[synthesis]
avgSynthCellArea_um2 = 8.559
synth_area_um2 = 376.6
synth.distinct_cells = 14
syn-instance-count = 44
synth_stat.cells = 44
synth_top_cell_by_area = dfxtp_1
yosysWarnings = 3
numSynthFlops = 8
ys_area_um2 = 376.6
top_cell_area_share = 0.4252
synthTopCellsByArea = dfxtp_1, nand2_1, nand3_1
postSynthSeqShare = 0.4252

[sta]
hold_slack_ps = 538.4
fin_crit_ps = 1657
fmax_ghz = 0.6036
fin_skew_ps = 3.072
setup_viol_count_final = 0
fin_tns_setup_ps = 0
finalMaxSlewViolations = 0
hold_viol = 0
slew_headroom = 0.7629
tightest_slew_ps = 354.6
rsz0062_at_grt = false
finalCritPeriodShare = 0.7203

[cts]
htreeDepth = 1
cts_tree = done
insertion_delay_ps = 250
clock-sinks = 8
clkTransAtPathRegs_ps = 50
holdBufCountCts = 0
clock_path_buffers = 2
postCtsSetupBuffers = 0
cts_made_buffers = 3
cts_resized = 0
cts_root_buffer = clkbuf_4

[die]
chipArea_um2 = 6400
die-width_um = 80
core_area_um2 = 3416
initCoreUtil = 0.1103
fp.dieH_um = 80
rows = 21
ioPinCount = 19

[drt]
first_pass_iters = 4
ant_nets = 0
drc = 0
vias = 350
drt_iter0_markers = 15
wirelength_mm = 1.049
routedWlPerCell_um = 9.624
antennaDiodeCount = 0
viasPerCell = 3.211

[worst_hold_path]
worstHoldPathType = register to register

[global_routing]
antenna_found_initial = 0
grt_use_total = 0.03110
grt_pass1_vias = 323
grt_max_degree = 12
gr-total-overflow = 0
grt_pass1_wl_mm = 1.531

[run]
cap_violations = 0
warnings = 26

[place]
dp.final_hpwl_um = 866.2
place_congestion = 0.7307
io_buffers = 17

[layout]
lay_top_count = clkdlybuf4s50_1
largest_reg_flops = 8
final_cell_mix = clkdlybuf4s50_1, nand2_1, dfxtp_1
syn_to_final_growth_pct = 64.45
fillers = 398
drive_gt1_frac = 0.07937

[power]
p_per_area_nw_per_um2 = 602.7
peakVddDrop_mv = 0.3440
finalPower_uw = 373.3
leakage_nw = 0.2206

## routing by layer
layer  vias to the layer above  global-route usage  wire length [um]  share of wire
li1                        196                   -                 -              -
met1                       140             0.04217               575           0.55
met2                        14             0.03933               386           0.37
met3                         0             0.02273                87          0.083
met4                         0            0.003521                 0              0
met5                         -                   0                 0              0
## cell families after synthesis
group	count (synthesis)	share of synthesized area
XOR/XNOR	3	0.06978
flip-flops	8	0.4252
AND-OR/OR-AND	7	0.09301
adder cells (fa/ha/maj)	1	0.03322
multiplexers	1	0.02990
buffers and inverters	2	0.03986
AND/OR/NAND/NOR	22	0.3090
## report_power, final
| group | internal, mW | switching, mW |
|---|---|---|
| combinational | 0.0630 | 0.0267 |
| clock | 0.0594 | 0.0437 |
| sequential | 0.158 | 0.0227 |
## through the flow
step,std cells,utilization,worst slack (ps),cell area (um^2)
detailed placement,106,0.1747,498.6,596.8
CTS,109,0.1813,618.1,619.3
global route,109,0.1813,574.0,619.3
floorplan,44,-,1059,376.6
finish,109,0.1813,643.2,619.3
global placement,106,0.1747,521.8,596.8
## layout make-up
class                           instances  area (um^2)  area share
Timing Repair Buffer                   18        177.7      0.2869
Sequential cell                         8        160.2      0.2586
Clock buffer                            3        22.52     0.03636
Multi-Input combinational cell         34        201.4      0.3253
Tap cell                               46        57.56     0.09293
## Yosys cell counts
library cell  number
or4_1              3
nand2_1            9
buf_4              2
xnor2_1            1
nor2b_1            3
mux2_1             1
nand3_2            1
dfxtp_1            8
nand4_1            1
o21ai_1            3
o21ai_0            4
nand3_1            5
xor2_1             2
ha_1               1
## path summary, 6_finish.rpt
path                       start        endpoint  cells past startpoint
setup reg to reg  oamaddr_reg[0]  oamaddr_reg[6]                      4
setup / recovery  oamaddr_reg[3]  oamaddr_out[3]                      1
hold reg to reg   oamaddr_reg[0]  oamaddr_reg[0]                      1
hold / removal    oamaddr_reg[0]  oamaddr_reg[0]                      1
